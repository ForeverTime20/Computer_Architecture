File: constraint.sdc
current_design register_file

set clk_period 12.0
set clk_io_pct 0.2

create_clock -name clk0 -period $clk_period [get_ports {clk}]

set non_clock_inputs [all_inputs -no_clocks]
set_input_delay [expr $clk_period * $clk_io_pct] -clock clk0 $non_clock_inputs
set_output_delay [expr $clk_period * $clk_io_pct] -clock clk0 [all_outputs]
File: run.sh
#!/bin/bash
# OpenROAD 26Q1-2900-gdf79404cd8, Yosys 0.63+post, stock flow scripts
make -C /OpenROAD-flow-scripts/flow DESIGN_CONFIG=/design/flow/config.mk WORK_HOME=/design/flow/orfs finish
File: config.mk
export PLATFORM = sky130hd
export DESIGN_NAME = register_file
export DESIGN_NICKNAME = register_file
export VERILOG_FILES = /design/flow/design.v
export SDC_FILE = /design/flow/constraint.sdc
export NUM_CORES = 4
export LEC_CHECK = 1
export CORE_UTILIZATION = 40
File: design.v
package core_pkg;
    parameter OPCODE_SYSTEM    = 7'h73;
    parameter OPCODE_FENCE     = 7'h0f;
    parameter OPCODE_OP        = 7'h33;
    parameter OPCODE_OPIMM     = 7'h13;
    parameter OPCODE_STORE     = 7'h23;
    parameter OPCODE_LOAD      = 7'h03;
    parameter OPCODE_BRANCH    = 7'h63;
    parameter OPCODE_JALR      = 7'h67;
    parameter OPCODE_JAL       = 7'h6f;
    parameter OPCODE_AUIPC     = 7'h17;
    parameter OPCODE_LUI       = 7'h37;
    parameter ALU_OP_WIDTH = 7;
    parameter ALU_ADD   = 7'b0011000;
    parameter ALU_SUB   = 7'b0011001;
    parameter ALU_SUBU  = 7'b0011011;
    parameter ALU_XOR   = 7'b0101111;
    parameter ALU_OR    = 7'b0101110;
    parameter ALU_AND   = 7'b0010101;
    parameter ALU_SRA   = 7'b0100100;
    parameter ALU_SRL   = 7'b0100101;
    parameter ALU_SLL   = 7'b0100111;
    parameter ALU_SLT  = 7'b0000010;
    parameter ALU_SLTU  = 7'b0000011;
    parameter ALU_LUI   = 7'b0011100;
    parameter ALU_SRC_WIDTH = 2;
    parameter ALU_SRC_REG = 0;
    parameter ALU_SRC_IMM = 1;
    parameter ALU_SRC_PC  = 2;
    parameter ALU_SRC_CSR = 3;
    parameter BRCH_OP_WIDTH = 4;
    parameter BRCH_NOP  = 4'b1000;
    parameter BRCH_BEQ  = 4'b0000;
    parameter BRCH_BNE  = 4'b0001;
    parameter BRCH_BLT  = 4'b0100;
    parameter BRCH_BLTU = 4'b0110;
    parameter BRCH_BGE  = 4'b0101;
    parameter BRCH_BGEU = 4'b0111;
    parameter BRCH_JALR = 4'b1111;
    parameter CSR_NUM   = 2**12;
    parameter CSR_XLEN  = 32;
    parameter CSR_ADDR_WIDTH = (CSR_NUM > 1) ? $clog2(CSR_NUM) : 1;
    parameter CSR_NONE  = 3'b000;
    parameter CSR_RC    = 3'b011;
    parameter CSR_RCI   = 3'b111;
    parameter CSR_RS    = 3'b010;
    parameter CSR_RSI   = 3'b110;
    parameter CSR_RW    = 3'b001;
    parameter CSR_RWI   = 3'b101;
    parameter PC_BOOT          = 4'b0000;
    parameter PC_JUMP          = 4'b0010;
    parameter PC_BRANCH        = 4'b0011;
    parameter WB_WR_MUX_OP_WIDTH = 2;
    parameter WB_WR_MUX_ALU = 0;
    parameter WB_WR_MUX_MEM = 1;
endpackage
package core_pkg;
    parameter OPCODE_SYSTEM    = 7'h73;
    parameter OPCODE_FENCE     = 7'h0f;
    parameter OPCODE_OP        = 7'h33;
    parameter OPCODE_OPIMM     = 7'h13;
    parameter OPCODE_STORE     = 7'h23;
    parameter OPCODE_LOAD      = 7'h03;
    parameter OPCODE_BRANCH    = 7'h63;
    parameter OPCODE_JALR      = 7'h67;
    parameter OPCODE_JAL       = 7'h6f;
    parameter OPCODE_AUIPC     = 7'h17;
    parameter OPCODE_LUI       = 7'h37;
    parameter ALU_OP_WIDTH = 7;
    parameter ALU_ADD   = 7'b0011000;
    parameter ALU_SUB   = 7'b0011001;
    parameter ALU_SUBU  = 7'b0011011;
    parameter ALU_XOR   = 7'b0101111;
    parameter ALU_OR    = 7'b0101110;
    parameter ALU_AND   = 7'b0010101;
    parameter ALU_SRA   = 7'b0100100;
    parameter ALU_SRL   = 7'b0100101;
    parameter ALU_SLL   = 7'b0100111;
    parameter ALU_SLT  = 7'b0000010;
    parameter ALU_SLTU  = 7'b0000011;
    parameter ALU_LUI   = 7'b0011100;
    parameter ALU_SRC_WIDTH = 2;
    parameter ALU_SRC_REG = 0;
    parameter ALU_SRC_IMM = 1;
    parameter ALU_SRC_PC  = 2;
    parameter ALU_SRC_CSR = 3;
    parameter BRCH_OP_WIDTH = 4;
    parameter BRCH_NOP  = 4'b1000;
    parameter BRCH_BEQ  = 4'b0000;
    parameter BRCH_BNE  = 4'b0001;
    parameter BRCH_BLT  = 4'b0100;
    parameter BRCH_BLTU = 4'b0110;
    parameter BRCH_BGE  = 4'b0101;
    parameter BRCH_BGEU = 4'b0111;
    parameter BRCH_JALR = 4'b1111;
    parameter CSR_NUM   = 2**5;
    parameter CSR_XLEN  = 32;
    parameter CSR_ADDR_WIDTH = (CSR_NUM > 1) ? $clog2(CSR_NUM) : 1;
    parameter CSR_NONE  = 3'b000;
    parameter CSR_RC    = 3'b011;
    parameter CSR_RCI   = 3'b111;
    parameter CSR_RS    = 3'b010;
    parameter CSR_RSI   = 3'b110;
    parameter CSR_RW    = 3'b001;
    parameter CSR_RWI   = 3'b101;
    parameter PC_BOOT          = 4'b0000;
    parameter PC_JUMP          = 4'b0010;
    parameter PC_BRANCH        = 4'b0011;
    parameter WB_WR_MUX_OP_WIDTH = 2;
    parameter WB_WR_MUX_ALU = 0;
    parameter WB_WR_MUX_MEM = 1;
endpackage
package core_pkg;
    parameter OPCODE_SYSTEM    = 7'h73;
    parameter OPCODE_FENCE     = 7'h0f;
    parameter OPCODE_OP        = 7'h33;
    parameter OPCODE_OPIMM     = 7'h13;
    parameter OPCODE_STORE     = 7'h23;
    parameter OPCODE_LOAD      = 7'h03;
    parameter OPCODE_BRANCH    = 7'h63;
    parameter OPCODE_JALR      = 7'h67;
    parameter OPCODE_JAL       = 7'h6f;
    parameter OPCODE_AUIPC     = 7'h17;
    parameter OPCODE_LUI       = 7'h37;
    parameter ALU_OP_WIDTH = 7;
    parameter ALU_ADD   = 7'b0011000;
    parameter ALU_SUB   = 7'b0011001;
    parameter ALU_SUBU  = 7'b0011011;
    parameter ALU_XOR   = 7'b0101111;
    parameter ALU_OR    = 7'b0101110;
    parameter ALU_AND   = 7'b0010101;
    parameter ALU_SRA   = 7'b0100100;
    parameter ALU_SRL   = 7'b0100101;
    parameter ALU_SLL   = 7'b0100111;
    parameter ALU_SLT  = 7'b0000010;
    parameter ALU_SLTU  = 7'b0000011;
    parameter ALU_LUI   = 7'b0011100;
    parameter ALU_SRC_WIDTH = 2;
    parameter ALU_SRC_REG = 0;
    parameter ALU_SRC_IMM = 1;
    parameter ALU_SRC_PC  = 2;
    parameter ALU_SRC_CSR = 3;
    parameter BRCH_OP_WIDTH = 4;
    parameter BRCH_NOP  = 4'b1000;
    parameter BRCH_BEQ  = 4'b0000;
    parameter BRCH_BNE  = 4'b0001;
    parameter BRCH_BLT  = 4'b0100;
    parameter BRCH_BLTU = 4'b0110;
    parameter BRCH_BGE  = 4'b0101;
    parameter BRCH_BGEU = 4'b0111;
    parameter BRCH_JALR = 4'b1111;
    parameter CSR_NUM   = 2**5;
    parameter CSR_XLEN  = 32;
    parameter CSR_ADDR_WIDTH = (CSR_NUM > 1) ? $clog2(CSR_NUM) : 1;
    parameter CSR_NONE  = 3'b000;
    parameter CSR_RC    = 3'b011;
    parameter CSR_RCI   = 3'b111;
    parameter CSR_RS    = 3'b010;
    parameter CSR_RSI   = 3'b110;
    parameter CSR_RW    = 3'b001;
    parameter CSR_RWI   = 3'b101;
    parameter PC_BOOT          = 4'b0000;
    parameter PC_JUMP          = 4'b0010;
    parameter PC_BRANCH        = 4'b0011;
    parameter PC_EX_INCR       = 4'b0100;
    parameter WB_WR_MUX_OP_WIDTH = 2;
    parameter WB_WR_MUX_ALU = 0;
    parameter WB_WR_MUX_MEM = 1;
endpackage
module register_file
#(
    parameter ADDR_WIDTH    = 5,
    parameter DATA_WIDTH    = 32,
    parameter DEBUG         = 0
)
(
    input  logic         clk,
    input  logic         rst_n,
    input  logic [ADDR_WIDTH-1:0]  raddr_a_i,
    output logic [DATA_WIDTH-1:0]  rdata_a_o,
    input  logic [ADDR_WIDTH-1:0]  raddr_b_i,
    output logic [DATA_WIDTH-1:0]  rdata_b_o,
    input logic [ADDR_WIDTH-1:0]   waddr_a_i,
    input logic [DATA_WIDTH-1:0]   wdata_a_i,
    input logic                    we_a_i
);
    localparam    NUM_WORDS     = 2**(ADDR_WIDTH);
    logic [NUM_WORDS-1:0][DATA_WIDTH-1:0]     mem;
    logic [NUM_WORDS-1:0]   we;
    generate
        assign rdata_a_o = mem[raddr_a_i[ADDR_WIDTH-1:0]];
        assign rdata_b_o = mem[raddr_b_i[ADDR_WIDTH-1:0]];
    endgenerate
    genvar gidx;
    generate
        for(gidx = 0;gidx < NUM_WORDS; gidx++) begin: GEN_WE
            assign we[gidx] = (waddr_a_i == gidx) ? we_a_i : 1'b0;
        end
    endgenerate
    genvar i;
    generate
        always_ff @( posedge clk or negedge rst_n ) begin : R0
            if(~rst_n) begin
                mem[0] <= 32'b0;
            end else begin
                mem[0] <= 32'b0;
            end
        end
        for (i = 1; i < NUM_WORDS; i++) begin: GEN_RF
            always_ff @( posedge clk, negedge rst_n ) begin : REG_WRITE
                if(~rst_n) begin
                    mem[i] <= 32'b0;
                end else begin
                    if(we[i])
                        mem[i] <= wdata_a_i;
                end
            end
        end
    endgenerate
endmodule
==> reports/metrics.yaml <==
die_h_microns: 365
largest-register: "mem"
grt_pass1_vias: 34300
switchingPower_mw: 2.62
ant_nets: 0
cts_sinks: 992
cts-htree-levels: 3
leakage_nw: 25.3
hold_violations: 0
core.rowCount: 132
die_area_sq_mm: 0.134
clockBufferDepth: 3
ys_ff: 992
grt_max_degree: 123
vias: 31900
endpoint_kind: "output pin"
fp.coreArea_sq_mm: 0.130
cts_tree: "yes"
crit_family: "buffers and inverters"
combinationalPowerShare_pct: 21.0
final_util_pct: 45.5
netSwitchingFraction_pct: 26.6
skew_ps: 0
cap_violations: 0
viasPerCell: 6.12
path_cells: "buf_8, buf_4, buf_4, mux2_2, a22o_1, a211oi_1, o31ai_1, clkdlybuf4s50_1"
placed_area_sq_mm: 0.0558
worst_ep_arrival_time_ps: 6260
crit_type: "input port to output pin"
clock.fmax_ghz: 0.115
antenna_found_initial: 4
tns_ps: 0
drt_first_pass_iters: 5
design_area_sq_mm: 0.0593
numCtsBuffers: 109
yosysWarnings: 1
status: "finished clean"
worst_slew_pin_slew_ps: 831
power.density_mw_per_mm2: 166
avgRoutedWirePerCell_microns: 31.1
post_cts_buffers: 0
cp_common_cell: "buf_4"
drcViolationCount: 0
cts_resized: 0
yosys-top-cells-area: "dfrtp_1, mux2_2, mux4_2, a22o_1, clkbuf_1"
peakVddDrop_mv: 0.122
io_pins: 114
drive_above_1_share_pct: 54.5
rsz0062_at_grt: "no"
avgSynthCellArea_sq_um: 15.5
hpwl_microns: 90500
slowest_delay_ps: 720
initCoreUtil_pct: 40.5
clkTransAtPathRegs_ps: 60
grt_pass1_wl_microns: 240000
synth_cell_type_count: 29
yosysTopAreaCell: "dfrtp_1"
grt_overflow_total: 0
fin_crit_sh_pct: 72.2
grt_use_total_pct: 26.5
synth_top_area_share_pct: 47.0
synth_area_sq_mm: 0.0528
finalSetupViolCount: 0
p_total_mw: 9.84
drt_iter0_drc: 1817
slowest_stage: "o31ai_1"
ys_area_sq_mm: 0.0528
dp_cells: 5015
clk_latency_ps: 710
worst-path-buf-inv: 4
required_ps: 9600
clkPwrFrac_pct: 33.9
io_buffers: 113
diodes: 0
yosys-stat-cells: 3414
routabilityCongestion: 0.839
tool_warnings: 27
wirelength_microns: 162000
slew_violations: 0
die_w_microns: 365
postSynthCellCount: 3414
instances_no_fill: 5205
reg_top3: "mem: 992 flops"
crit_path_start_kind: "input port"
seqPwrFrac_pct: 45.0
largest_reg_flops: 992
yosys.stat.seqShare_pct: 47.0
ctsHoldBuffers: 0
areaGrowthSynthToFinish_pct: 12.2
min_period_ps: 8660
crit_fanout: 71
relSlewSlack_pct: 44.1
p_int_mw: 7.22
hold_class: "flip-flop to flip-flop"
cts_root_buf: "clkbuf_16"
-- kinds of logic after synthesis --
| logic type | after synthesis | synth area share (%) |
|---|---|---|
| buf+inv | 383 | 3.07 |
| mux | 1632 | 44.9 |
| compound gates | 256 | 3.71 |
| simple gates | 151 | 1.36 |
| flops | 992 | 47.0 |
-- through the flow --
step | worst slack, ps | hold WS [ps]
after floorplan | 5380 | 470
after global placement | 3330 | 480
after detailed placement | 3360 | 491
after CTS | 3350 | 504
after global routing | 3040 | 522
final | 3340 | 499
-- power by group through the flow --
stage	clock network [mW]	logic (mW)	registers, mW
5_1_grt	3.53	2.23	4.53
4_1_cts	3.41	2.09	4.43
6_report	3.34	2.07	4.43
-- cell usage in the layout, fill, tap and decap left out, types with 13 or more instances in the layout --
| master | count |
|---|---|
| a211oi_1 | 32 |
| a22o_1 | 128 |
| and3_1 | 32 |
| buf_4 | 128 |
| clkbuf_1 | 27 |
| clkbuf_16 | 109 |
| clkbuf_8 | 23 |
| clkdlybuf4s50_1 | 102 |
| clkinv_2 | 18 |
| dfrtp_1 | 992 |
| mux2_1 | 24 |
| mux2_2 | 1064 |
| mux2i_1 | 64 |
| mux4_2 | 480 |
| nand2_1 | 66 |
| nor2_4 | 13 |
| o21ai_0 | 32 |
| o22ai_1 | 32 |
| o31ai_1 | 32 |
-- cells in the mapped netlist --
| cell type | instances |
|---|---|
| nor4_1 | 1 |
| and3_1 | 32 |
| o21ai_0 | 32 |
| nand4_1 | 1 |
| and2_1 | 1 |
| buf_4 | 23 |
| nor2b_1 | 8 |
| or3_1 | 1 |
| a211oi_1 | 32 |
| o31ai_1 | 32 |
| nand4b_1 | 3 |
| mux2_2 | 1064 |
| dfrtp_1 | 992 |
| clkbuf_1 | 226 |
| nor2_1 | 14 |
| nand2b_1 | 6 |
| mux2i_1 | 64 |
| buf_6 | 3 |
| buf_1 | 68 |
| buf_2 | 62 |
| nor3b_1 | 2 |
| mux4_2 | 480 |
| inv_2 | 1 |
| mux2_1 | 24 |
| a22o_1 | 128 |
| nor3_1 | 3 |
| o22ai_1 | 32 |
| nand3_1 | 1 |
| nand2_1 | 78 |
-- path summary, 6_finish.rpt --
check | start | to | slack, ps | depth (start not counted)
worst max register to register | mem[556] | mem[556] | 11190 | 1
max in group asynchronous | rst_n | mem[807] | 7380 | 5
min in group asynchronous | rst_n | mem[994] | 1660 | 1
worst min-delay path | mem[453] | mem[453] | 500 | 1
worst max-delay path | raddr_b_i[1] | rdata_b_o[28] | 3340 | 8
worst min register to register | mem[453] | mem[453] | 500 | 1
-- area by class of cell --
cell class	instances	area, sq um
Clock buffer	159	3150
Clock inverter	31	354
Fill cell	11200	71000
Inverter	1	6.26
Multi-Input combinational cell	2039	26600
Sequential cell	992	24800
Tap cell	1742	2180
Timing Repair Buffer	241	2150
-- routing by layer --
metal | GRT usage, % | share of wire (%) | vias up
met5 | 0.254 | 0.058 | -
met4 | 5.41 | 2.6 | 10
met3 | 14.1 | 12 | 248
met2 | 38.2 | 46 | 1331
met1 | 37.2 | 39 | 17000
li1 | - | - | 13300
No activity file was given, so power comes from the tool's default toggle rates.
